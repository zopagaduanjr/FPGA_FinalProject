==> /design/flow/run.sh <==
#!/bin/bash
# OpenROAD 26Q1-2900-gdf79404cd8, Yosys 0.63+post, stock flow scripts
make -C /OpenROAD-flow-scripts/flow DESIGN_CONFIG=/design/flow/config.mk WORK_HOME=/design/flow/orfs finish
==> /design/flow/design.v <==
module BCDcount(Clock, Reset, Enable,BCD1,BCD0, BCDCombine);
	input Clock, Reset, Enable;
	output reg [3:0] BCD1,BCD0;
	output reg [6:0] BCDCombine;
	always @(posedge Clock)
	begin
		if(Reset) begin
			BCD1 <= 0;
			BCD0 <= 0;
		end
		else if (Enable)
			if (BCD0 == 4'b1001) begin	 
				BCD0 <= 0;
				if(BCD1 == 4'b1001)  
					BCD1 <= 0;
				else
					BCD1 <= BCD1 + 1;
			end
			else
				BCD0 <= BCD0 + 1;
		BCDCombine <= BCD1 * 10 + BCD0;
	end
endmodule
==> /design/flow/config.mk <==
export PLATFORM = sky130hd
export DESIGN_NAME = BCDcount
export DESIGN_NICKNAME = BCDcount
export VERILOG_FILES = /design/flow/design.v
export SDC_FILE = /design/flow/constraint.sdc
export NUM_CORES = 4
export LEC_CHECK = 1
export CORE_AREA = 10 10 78 78
export DIE_AREA = 0 0 88 88
==> /design/flow/constraint.sdc <==
current_design BCDcount

set clk_period 3.0
set clk_io_pct 0.2

create_clock -name clk0 -period $clk_period [get_ports {Clock}]

set non_clock_inputs [all_inputs -no_clocks]
set_input_delay [expr $clk_period * $clk_io_pct] -clock clk0 $non_clock_inputs
set_output_delay [expr $clk_period * $clk_io_pct] -clock clk0 [all_outputs]
==> qor.csv <==
stage,metric,value,unit
worst_setup_path,r2r setup slk,990,ps
clock_network,clock-pin slew on the worst setup and hold paths,60,ps
final_timing,Setup TNS Final,0,ps
final_timing,final hold slack,470,ps
final_timing,Tmin final,2010,ps
yosys,Async SR Flop Fraction,0,%
yosys,YS chip area,727,µm²
clock_network,CTS resizes,0,
pwr,Peak VDD IR,237,µV
pwr,Cell Pwr Density,389,nW/µm²
pwr,clock group share of total power,40.4,%
clock_network,CTS buffer count,3,
clock_network,Clock Latency Late Sink,240,ps
finish,Non-Filler Instances,144,
global_route,gr ovfl total,0,
final_timing,Fin. Hold Viols,0,
clock_network,Post-CTS Setup Inserts,0,
job,OpenROAD warning count,26,
placement,DP Wirelength,1.21,mm
pwr,switching share of power,19.5,%
outcome,status,"finished, final reports clean",
drt,Initial DRC Count,13,
worst_setup_path,critical path arrival,2170,ps
worst_setup_path,Setup Crit Path Kind,register to register,
drt,Vias,566,
pwr,static leakage,0.000383,µW
floorplan,DIE AREA,7740,µm²
final_timing,RSZ-0062 raised after global routing,false,
worst_setup_path,Critical Path Fanout Max,9,
clock_network,CTS tree,done,
final_timing,post-route clock skew,2.65,ps
clock_network,htree depth,1,
floorplan,Site Rows,24,
drt,number of detailed-route iterations in the first pass,4,
worst_setup_path,Crit. End Element,register,
clock_network,CTS sink cnt,15,
yosys,Synth Cell Area,727,µm²
yosys,Synth Seq Share,41.3,%
placement,placed insts,140,
worst_setup_path,crit path DRT,3170,ps
floorplan,Core ar.,4410,µm²
drt,wire length per cell,10.6,µm
drt,diode count,0,
global_route,first-pass GRT wire length,2.56,mm
global_route,largest net degree at the start of global routing,10,
clock_network,CTS Buffer Depth,2,
pwr,Reg power frac,54.2,%
floorplan,Ports,18,
placement,PortBufs,17,
clock_network,root buf cell,clkbuf_8,
floorplan,Die H,88,µm
drt,ANT nets after route,0,
finish,layout cell share with drive strength beyond 1,4.35,%
global_route,antenna violations before repair,0,
drt,via/cell ratio,3.93,
floorplan,die x size,88,µm
min_path,Tightest Hold Check Type,register to register,
drt,drt total wl,1.52,mm
drt,Remaining DRCs,0,
placement,RePlAce Congestion,0.708,
yosys,library cells used by synthesis,25,
final_timing,Worst slew margin,77.7,%
yosys,ys cells,73,
final_timing,max-slew violations,0,
final_timing,FMAX,498,MHz
final_timing,Tightest Pin Transition,335,ps
global_route,All-Layer GR Usage,4.08,%
finish,Area growth syn-to-layout,37.2,%
pwr,Power Internal,312,µW
yosys,Syn Area/Cell,9.96,µm²
floorplan,fp util,16.5,%
yosys,Post-Syn Instances,73,
job,Max-Cap Viols,0,
pwr,Comb power frac,5.4,%
yosys,number of enable flip-flop cells,0,
yosys,yosys warning tally,1,
global_route,number of global-route vias before repair,578,
finish,utilization after layout,22.6,%
worst_setup_path,startpoint types,register,
final_timing,# setup viols final,0,
yosys,dominant register cell,dfxtp_1,
clock_network,Post-CTS Hold Fix Bufs,0,
final_timing,post-layout period usage,66.9,%
yosys,ys flops,15,
pwr,Switch Pwr,75.5,µW
routing by layer:
metal	vias up	part of all wire [%]	global-route usage [%]
li1	293	-	-
met1	253	48	5.03
met2	18	38	6.08
met3	2	13	2.81
met4	0	0.26	0.145
met5	-	0	0
sequential cells by signal (all words and copies together), names as in the netlist:
register	flops
BCD1	4
BCDCombine	7
BCD0	4
power by group through the flow:
stage         clock network (µW)  registers, µW  logic (µW)
global route                 170            211        23.1
finish                       157            210        20.8
CTS                          163            210        21.4
placed cells by master, fill, tap and decap left out, types with 2 or more instances in the layout:
| master | instances |
|---|---|
| inv_1 | 3 |
| xor2_1 | 4 |
| a21oi_1 | 8 |
| fa_1 | 2 |
| o21ai_0 | 5 |
| clkbuf_8 | 3 |
| nor2b_1 | 3 |
| nand3_1 | 3 |
| dfxtp_1 | 15 |
| ha_1 | 7 |
| or3_1 | 3 |
| xnor2_1 | 3 |
| nand2_1 | 3 |
| clkdlybuf4s50_1 | 17 |
| nor2_1 | 2 |
cell usage after synthesis, types with 2 or more instances:
library cell   n  area (µm²)
o21ai_0        5        25.0
ha_1           7        87.6
xnor2_1        3        26.3
dfxtp_1       15         300
nor2_1         2        7.51
inv_1          3        11.3
fa_1           2        40.0
nand3_1        3        15.0
xor2_1         4        35.0
a21oi_1        8        40.0
nor2b_1        3        18.8
nand2_1        3        11.3
or3_1          3        18.8
worst paths after layout:
| path | startpoint | end | cells past startpoint |
|---|---|---|---|
| max | BCD1[1] | BCDCombine[6] | 7 |
| min | BCD0[0] | BCDCombine[0] | 0 |
| max reg2reg | BCD1[1] | BCDCombine[6] | 7 |
| min reg2reg | BCD0[0] | BCDCombine[0] | 0 |
cells by family after synthesis:
group                      share of synthesized area [%]
and+or+nand+nor                                     17.4
AOI/OAI and AO/OA                                   12.4
DFF                                                 41.3
adders and majority gates                           17.6
xor gates and xnor gates                            8.43
buffers and inverters                               2.92
stage by stage:
stage,worst slack (ps),cell area [µm²],total power [µW]
3_3_place_gp,1020,952,235
4_1_cts,987,997,395
6_report,993,997,388
5_1_grt,830,997,405
2_1_floorplan,1170,727,219
3_5_place_dp,985,952,236
area by class of cell:
| cell class | instances | area (µm²) |
|---|---|---|
| fill | 469 | 3420 |
| multi-input combinational | 53 | 405 |
| sequential | 15 | 300 |
| timing repair buffer | 17 | 170 |
| tap | 52 | 65.1 |
| clock buffer | 4 | 45.0 |
| inverter | 3 | 11.3 |
critical path: stages, from the launching register on:
cell and delay, ps:
dfxtp_1 520, ha_1 300, ha_1 190, inv_1 60, fa_1 430, nand2b_1 160, a21oi_1 140, xnor2_1 130
Power figures rest on the tool's default switching activity, not on a simulated workload.
